==> design.v <==
`timescale 1ns/1ps 
module pipe_ex2 (
    output wire [15:0] Zout,
    input wire [3:0] rs1, rs2, rd, func,
    input wire [7:0] addr,
    input wire clk1, clk2
);
reg [15:0] L12_A, L12_B, L23_Z, L34_Z;
reg [3:0] L12_rd, L12_func, L23_rd;
reg [7:0] L12_addr, L23_addr, L34_addr;
reg [15:0] regbank [0:15];
reg [15:0] mem [0:255];
parameter   zero= 4'd0,
            one= 4'd1,
            two= 4'd2,
            three= 4'd3,
            four= 4'd4,
            five= 4'd5,
            six= 4'd6,
            seven= 4'd7,
            eight= 4'd8,
            nine= 4'd9,
            ten= 4'd10,
            eleven= 4'd11;
assign Zout= L34_Z;
always @(posedge clk1) begin
    L12_A<= regbank[rs1];
    L12_B<= regbank[rs2];
    L12_rd<= rd;
    L12_func<= func;
    L12_addr<= addr;
end
always @(negedge clk2) begin
    case (L12_func)
        zero: L23_Z<= L12_A + L12_B;
        one: L23_Z<= L12_A - L12_B;
        two: L23_Z<= L12_A * L12_B;
        three: L23_Z<= L12_A;
        four: L23_Z<= L12_B;
        five: L23_Z<= L12_A & L12_B;
        six: L23_Z<= L12_A | L12_B;
        seven: L23_Z<= L12_A ^ L12_B;
        eight: L23_Z<= -L12_A;
        nine: L23_Z<= -L12_B;
        ten: L23_Z<= L12_A>>1;
        eleven: L23_Z<= L12_A<<1;
        default: L23_Z<= 16'hxxxx;
    endcase
    L23_rd<= L12_rd;
    L23_addr<= L12_addr;
end
always @(posedge clk1) begin
    regbank[L23_rd]<= L23_Z;
    L34_Z<= L23_Z;
    L34_addr<= L23_addr;
end
always @(negedge clk2) begin
    mem[L34_addr]<= L34_Z;
end
endmodule  
==> run.sh <==
#!/bin/bash
# OpenROAD 26Q1-2900-gdf79404cd8, Yosys 0.63+post, stock flow scripts
make -C /OpenROAD-flow-scripts/flow DESIGN_CONFIG=/design/flow/config.mk WORK_HOME=/design/flow/orfs finish
==> config.mk <==
export PLATFORM = sky130hd
export DESIGN_NAME = pipe_ex2
export DESIGN_NICKNAME = pipe_ex2
export VERILOG_FILES = /design/flow/design.v
export SDC_FILE = /design/flow/constraint.sdc
export NUM_CORES = 4
export LEC_CHECK = 1
export CORE_UTILIZATION = 30
==> constraint.sdc <==
current_design pipe_ex2

set clk_period 3.7
set clk_io_pct 0.2

create_clock -name clk0 -period $clk_period [get_ports {clk1}]
create_clock -name clk1 -period $clk_period [get_ports {clk2}]

set non_clock_inputs [all_inputs -no_clocks]
set_input_delay [expr $clk_period * $clk_io_pct] -clock clk0 $non_clock_inputs
set_output_delay [expr $clk_period * $clk_io_pct] -clock clk0 [all_outputs]
==> flow_summary.ini <==
; flow metrics
[detailed_routing]
drt_first_pass_iters = 5
wl_per_cell_um = 22.8
diodes = 0
drt_iter0_markers = 939
vias_per_cell = 5.14
vias = 13700
routed_wl_mm = 60.7
drc_errors = 0
antenna_left = 0

[yosys]
netlist-cell-type-count = 67
async_reset_ff_share_pct = 0
ys_seq_share_pct = 46.3
synth_top_flop_cell = edfxtp_1
synth_cells = 1452
yosys_area_mm2 = 0.0199
edf_count = 256
numSynthFlops = 332
synth_stat.cells = 1452
synthesis.area_mm2 = 0.0199
synth_area_per_cell_um2 = 13.7
yosys_warnings = 1

[placement]
pre_cts_ws_ns = -3.51
place.gp.congestion = 0.994
port_buffers = 32
place_area_mm2 = 0.0238
dp_hpwl_mm = 43.0

[global_route]
grtUsageTotal_pct = 19.7
antenna_found_initial = 1
grt_start_max_net_pins = 65
grt_pass1_vias = 15100
grt_pass1_wl_mm = 92.2
gr-total-overflow = 0

[final_timing]
finalHoldViolCount = 0
max_slew_margin_pct = 46.4
drv_slew = 0
rsz0062_at_grt = yes
layout_setup_ws_ns = -3.40
worst_slew_pin_slew_ns = 0.803
clock-skew-final_ns = 0.0266
setup_viol = 15

[floorplan]
die_x_um = 259
ios = 42
rows = 94
fp_util_pct = 30.3
die_h_um = 259
die_area_mm2 = 0.0673
fp.coreArea_mm2 = 0.0656

[final_layout]
drive_gt1_share_pct = 41.0
final.fill_count = 5956
layout_top_cell = edfxtp_1
layout_top_cells = 256 x edfxtp_1, 253 x buf_4, 161 x mux4_2, 148 x inv_1, 98 x nand2_1
fin_area_mm2 = 0.0262
post-route-util_pct = 39.9
syn_to_final_growth_pct = 31.7

[power]
powerDensity_mw_per_mm2 = 986
power_mw = 25.8
p_leak_nw = 9.94
peakVddDrop_v = 0.00186

[worst_setup_path]
slowest_stage = fa_1
crit_fanout = 4
cp-end-kind = flop
rrSetupSlack_ns = -3.40
cp_cell_sequence = buf_12 -> clkinv_4 -> nor2_1 -> fa_1 -> inv_1 -> fa_2 -> fa_2 -> fa_1 -> inv_1 -> fa_1 -> inv_1 -> fa_1 -> inv_2 -> ha_4 -> and3_4 -> a2111oi_4 -> buf_4 -> xnor2_4 -> a221oi_2 -> a21oi_1
critPathLaunch = L12_A[4]
cp-start-kind = flop
worstReg2RegStart = L12_A[4]
critical_path_class = reg -> reg
worstPathRequired_ns = 2.11
worst_path_most_repeated_cell = fa_1
slowest_delay_ns = 0.52
cp.arrival_ns = 5.51
cp_num_buf_inv = 7
path_delay_family = adder cells

[worst_hold_path]
hp-class = in -> reg
hold_start = func[2]

[run_status]
status = finished with violations
failed_checks = negative setup slack

[clock_network]
cts_tree = done
clk_pin_slew_worst_paths_ns = 0.06
cts_sinks = 332

[flow_run]
drv_cap = 0
log.warning_count = 76
[Yosys cell counts, types with 3 or more instances]
cell type | instances | area [µm²]
buf_1 | 20 | 75.1
o22ai_1 | 3 | 18.8
a2111oi_0 | 3 | 26.3
mux4_2 | 161 | 3630
a211oi_1 | 7 | 52.6
xnor2_1 | 77 | 674
a21oi_1 | 36 | 180
nand2_1 | 106 | 398
dfxtp_1 | 76 | 1520
buf_2 | 5 | 25.0
and3_1 | 10 | 62.6
nand4_1 | 3 | 18.8
nor2b_1 | 4 | 25.0
clkinv_1 | 8 | 30.0
nand3_1 | 14 | 70.1
and2_1 | 8 | 50.1
nor2_1 | 99 | 372
nand2b_1 | 11 | 68.8
clkbuf_1 | 56 | 210
a22o_1 | 5 | 43.8
a22oi_1 | 13 | 97.6
o21ai_0 | 25 | 125
or3_1 | 3 | 18.8
fa_1 | 81 | 1620
xor2_1 | 9 | 78.8
a221oi_1 | 22 | 193
o21a_1 | 10 | 75.1
a31oi_1 | 3 | 18.8
ha_1 | 101 | 1260
or4_4 | 3 | 33.8
nor4_1 | 4 | 25.0
o31ai_1 | 4 | 30.0
inv_1 | 143 | 537
o211ai_1 | 6 | 45.0
edfxtp_1 | 256 | 7690
nor3_1 | 17 | 85.1
[through the flow]
stage / hold WS [ns] / TNS, ns / cells
finish: 0.631 / -37.66 / 2663
global placement: 0.778 / -39.07 / 2545
floorplan: 0.761 / -30.41 / 1452
global route: 0.623 / -39.69 / 2663
CTS: 0.597 / -38.25 / 2656
detailed placement: 0.791 / -39.42 / 2545
[routing by layer]
layer  vias to the layer above  global-route usage, %  share of wire [%]
met4                         2                   6.00                3.8
met1                      6773                   24.4                 37
met2                       760                   29.8                 46
met5                         -                  0.855               0.13
li1                       6017                      -                  -
met3                       137                   11.1                 13
[where the power goes]
group	leakage [nW]	total, mW	switching, mW	internal, mW
clock network	0.711	3.85	1.68	2.17
logic	6.24	16.6	7.93	8.67
registers	2.98	5.36	0.609	4.75
total	9.94	25.8	10.2	15.6
[registers in the layout (all words and copies together), names as in the netlist]
signal	flops
L23_Z	16
L12_rd	4
L23_rd	4
L12_B	16
L12_A	16
regbank	256
L12_func	4
L34_Z	16
[repair_timing]
action,4_1_cts,5_1_grt
hold buffers,0,0
buffers inserted,25,7
setup endpoints to repair,16,16
gates resized,158,44
pin swaps,50,35
[path summary, 6_finish.rpt]
| check | end | depth (start not counted) |
|---|---|---|
| max | L23_Z[12] | 20 |
| min | L12_func[2] | 1 |
| max reg2reg | L23_Z[12] | 20 |
| min reg2reg | L12_A[14] | 2 |
| max in group clk0 | regbank[13][13] | 4 |
| min in group clk1 | L23_rd[0] | 0 |
[logic make-up after synthesis]
family	synth area share, %
adders and majority gates	14.5
AOI/OAI and AO/OA	5.57
muxes	18.4
DFF	46.3
xor gates and xnor gates	3.90
and+or+nand+nor	6.71
buffers and inverters	4.59
[final cells by class]
class | instances | area (µm²) | area share (%)
multi-input combinational | 883 | 10700 | 41.0
sequential | 332 | 9280 | 35.5
timing repair buffer | 342 | 3120 | 11.9
tap | 864 | 1080 | 4.13
clock buffer | 51 | 1070 | 4.10
inverter | 152 | 654 | 2.50
clock inverter | 39 | 226 | 0.865
No activity file was given, so power comes from the tool's default toggle rates.
