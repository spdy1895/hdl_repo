`design/flow/constraint.sdc`:
```
current_design verilog_task

set clk_period 1.0
set clk_io_pct 0.2

create_clock -name clk0 -period $clk_period

set non_clock_inputs [all_inputs -no_clocks]
set_input_delay [expr $clk_period * $clk_io_pct] -clock clk0 $non_clock_inputs
set_output_delay [expr $clk_period * $clk_io_pct] -clock clk0 [all_outputs]
```
`design/flow/config.mk`:
```
export PLATFORM = sky130hd
export DESIGN_NAME = verilog_task
export DESIGN_NICKNAME = verilog_task
export VERILOG_FILES = /design/flow/design.v
export SDC_FILE = /design/flow/constraint.sdc
export NUM_CORES = 4
export LEC_CHECK = 1
export CORE_AREA = 10 10 70 70
export DIE_AREA = 0 0 80 80
```
`design/flow/run.sh`:
```
#!/bin/bash
# OpenROAD 26Q1-2900-gdf79404cd8, Yosys 0.63+post, stock flow scripts
make -C /OpenROAD-flow-scripts/flow DESIGN_CONFIG=/design/flow/config.mk WORK_HOME=/design/flow/orfs finish
```
`design/flow/design.v`:
```
module verilog_task (output reg [15:0] ab_and, ab_or, ab_xor,
                    input wire [15:0] a, b
);
always @(a) begin
    bitwise_operation(ab_and, ab_or, ab_xor, a, b);
end
always @(b) begin
    bitwise_operation(ab_and, ab_or, ab_xor, a, b);
end
task automatic bitwise_operation(output [15:0] ab_and, ab_or, ab_xor, 
                    input [15:0] a, b
);
begin
ab_and= a&b;
ab_or= a|b;
ab_xor= a^b;
end
endtask
endmodule  
```
==> run summary <==
run results: min-delay worst type in -> out, initial antenna violation count 0, count of warning messages emitted by the tools 52, post-route core utilization 0.372, Adders+Majority by Area 0.690, number of hold violations in the final report 0, Worst Tran Pin Value 79.1 ps, routed length per instance 10.0 um, area share of the largest cell type after synthesis 0.690, post-detailed-route count of antenna-violating nets 0, area fraction in compound gates after synthesis 0, final setup violating endpoints 0, post-route total power between 0.3 and 0.4 mW, final worst path period need 976 ps, maximum ir drop on the vdd rail 0.0000927 V, CP required 800 ps, Logic family by area adder cells, largest cells by area after synthesis ha_1, inv_1, first-pass iteration count of the detailed router 2, peak clock frequency supported by timing just over 1000 MHz, critical path launch point a[15], global placer's final weighted congestion 0.705, pin count of the biggest net entering global routing 3, Post-route DRC 0, minimum setup slack after placement -678 ps, starting DRC count in detailed routing 3, routed wire length 2.14 mm, multiplexer fraction of the synthesized cell area 0, Core Region 0.00342 mm^2, Yosys warnings 49, slew margin rel. 0.947, die area between 0.006 and 0.007 mm^2, Post-Synthesis Cells 80, # hold bufs at CTS 0, Avg Cell Area, Syn 7.26 um^2, Crit. End Element output pin, post-synthesis xor/xnor area fraction 0, sequential share of the synthesized area 0, total vias in the final route 738, power per unit of standard cell area 272 mW/mm^2, final critical-path share of the clock period 0.976, Worst Path Class, Setup in -> out, global-route met3 utilization 0.0443, count of sequential standard cells 0, hpwl dp 2.06 mm, clk_buf instances 0, fill cell total of the finished layout 388, unrepaired setup endpoints after global routing false, post-synthesis share of cell area spent on and, or, nand and nor gates 0, number of distinct library cells after synthesis 2, number of I/O pins 80, kind of cell adding the most delay to the critical path buffers and inverters, total grt overflow 0, max-cap viol count 0, Slew Viols, Final 0, Area growth syn-to-layout 119%, height of the die 80 um, summed standard-cell area reported by yosys 581 um^2, layout cell share with drive strength beyond 1 0.565, critical path launch point type input port, Port Buffer Count 80, gr busiest metal met2, Worst path slowest cell clkdlybuf4s15_2, first-pass GRT wire length 3.33 mm, peak fanout along the critical path 2, Buf+Inv Stages, Crit Path 3, post-synth top area cell ha_1, # diodes 0, number of stages on the worst setup path 4, met2 Resource Use GR 0.106, total leakage power 0.820 nW, slowest stage delay, CP 180 ps, met1 global-route usage 0.0593, worst setup path endpoint ab_and[15], Global Route Usage Sum 0.0603, # Cells Yosys 80, share of the core filled by cells before placement 0.170, Hold Worst Slack 701 ps, FF+latch area 0 um^2, Worst Setup Slack, final 23.8 ps, via count of the first global-routing pass 781, via density per instance roughly 3.4, cells along the critical path clkdlybuf4s15_2 > buf_4 > ha_2 > buf_2, post-synth design cell area 581 um^2, run status finished clean, data arrival time of the worst path 780 ps, Core Rows 21, width of the chip 80 um
[power by group]
part / switching (mW) / internal [mW] / leakage [nW] / total [mW]
clock: 0 / 0 / 0 / 0
combinational: 0.127 / 0.219 / 0.820 / 0.346
sequential: 0 / 0 / 0 / 0
[stage by stage]
step / cells / instance area, um^2 / setup TNS (ps)
floorplan: 80 / 581 / 0
global route: 214 / 1270 / 0
global placement: 215 / 1510 / -28700
detailed placement: 215 / 1510 / -29320
finish: 214 / 1270 / 0
CTS: 215 / 1310 / -16.2
[worst min-delay path by stage]
| stage | from | to | slack (ps) | depth (start not counted) |
|---|---|---|---|---|
| global route | b[13] | ab_and[13] | 720 | 3 |
| finish | b[13] | ab_and[13] | 700 | 3 |
| CTS | b[14] | ab_and[14] | 720 | 3 |
[timing repair]
action                                  4_1_cts  5_1_grt
pin swaps                                    12        4
resized                                     247       15
setup buffers                                 0        0
endpoints found under the setup margin       48       14
[worst min-delay path, stage by stage]
cell and delay, ps:
buf_2 90, ha_1 130, clkbuf_2 90
[cells in the mapped netlist]
| cell | count |
|---|---|
| ha_1 | 32 |
| inv_1 | 48 |
[cell families (layout without fill, tap and decap cells)]
| logic type | Yosys count | count (layout) |
|---|---|---|
| buffers and inverters | 48 | 136 |
| adders and majority gates | 32 | 32 |
[final cells by class]
cell class / instances / area, um^2 / area share
Multi-Input combinational cell: 32 / 460 / 0.362
Inverter: 48 / 183 / 0.144
Tap cell: 46 / 57.6 / 0.0453
Timing Repair Buffer: 88 / 571 / 0.449
[routing by layer]
metal / vias to the layer above / share of wire / wire length, um
met5: - / 0 / 0
li1: 384 / - / -
met4: 0 / 0 / 0
met2: 43 / 0.45 / 967
met1: 311 / 0.37 / 784
met3: 0 / 0.18 / 388
[cell usage in the layout (no fill, tap or decap)]
master,n
buf_2,51
buf_4,8
buf_6,2
clkbuf_2,3
clkdlybuf4s15_1,2
clkdlybuf4s15_2,2
dlygate4sd2_1,20
ha_1,20
ha_2,9
ha_4,3
inv_1,31
inv_2,16
inv_4,1
Power is estimated from default activity; no workload was simulated.
