<file path="design/flow/constraint.sdc">
current_design register_bank_v2

set clk_period 11.5
set clk_io_pct 0.2

create_clock -name clk0 -period $clk_period [get_ports {clk}]

set non_clock_inputs [all_inputs -no_clocks]
set_input_delay [expr $clk_period * $clk_io_pct] -clock clk0 $non_clock_inputs
set_output_delay [expr $clk_period * $clk_io_pct] -clock clk0 [all_outputs]
</file>
<file path="design/flow/config.mk">
export PLATFORM = sky130hd
export DESIGN_NAME = register_bank_v2
export DESIGN_NICKNAME = register_bank_v2
export VERILOG_FILES = /design/flow/design.v
export SDC_FILE = /design/flow/constraint.sdc
export NUM_CORES = 4
export LEC_CHECK = 1
export CORE_UTILIZATION = 40
</file>
<file path="design/flow/design.v">
module register_bank_v2 (
    output wire [31:0] rdData1, rdData2,
    input  wire [4:0] sr1, sr2, dr,
    input wire [31:0] wrData,
    input wire clk, write, reset
);
integer k;
reg [31:0] regfile [0:31];
assign rdData1= regfile[sr1];
assign rdData2= regfile[sr2];
always @(posedge clk) begin
    if (reset) begin
        for (k=0; k<32; k=k+1) begin
            regfile[k]<= 0;
        end
    end
    else if(write)
    regfile[dr]<= wrData;
end
endmodule  
</file>
<file path="design/flow/run.sh">
#!/bin/bash
# OpenROAD 26Q1-2900-gdf79404cd8, Yosys 0.63+post, stock flow scripts
make -C /OpenROAD-flow-scripts/flow DESIGN_CONFIG=/design/flow/config.mk WORK_HOME=/design/flow/orfs finish
</file>
==> out/notes.md <==
The power density relative to cell area works out to 143 mW/mm2. Across every metal layer, demand over resource in global routing totals 29.4%. The worst-case IR drop observed on VDD is 0.000116 V. Sorting the Yosys area breakdown by cell type puts at the top edfxtp_1. The run gives 5 for the iteration count of the initial detailed-routing pass. The flow ran to the end, and the final reports show no timing, DRC or antenna violations. Yosys mapped a number of flops with a built-in enable equal to 1024.

Measured along the x axis, the die boundary spans 378 um. The area share of fa/ha/maj cells after synthesis came out at 0%. The share of the core area taken by cells at floorplan is 40.4%.

Per the detail_route report, vias per standard cell equal 5.74. At the end of routability-driven placement, the weighted congestion stood at 0.871. Per the synthesis report, the XOR/XNOR share of the synthesized area is 0%.

The largest registers in the layout are regfile x1024. The vertical die dimension reported for this design is 378 um. The run gives 26 for the OpenROAD warning count.

Startpoint-to-endpoint class of the critical path: in2out. The logs give 0.140 mm2 for the core box area and 2542 for the number of design-rule violations left by the first detailed-router iteration. On the critical path the data arrives at 5.94 ns. The type of destination of the critical path was a primary output. After layout, the minimum clock period comes to 8.24 ns. Looking at the clock tree report, the root buffer type is clkbuf_16. The run gives 0.143 mm2 for the chip footprint. The predominant post-synthesis flop cell was edfxtp_1. TritonCTS built the clock tree. The top cell type by area accounts for 54.5% of the synthesized area. The initialized floorplan defines 137 standard-cell rows. The tools report the total number of clock tree sinks as 1024. Summing every instance area after synthesis gives 0.0565 mm2. Kind of start point of the critical path: a primary input. For the number of buffers added by the clock tree synthesis step, the log shows 112.

Per the synthesis report, the AND-OR/OR-AND share of the synthesized area is 6.95%. The final route contains 37600 vias. The largest register by flop count is regfile. Per Yosys stat, the portion of area used by sequential elements is 54.5%. The post-synthesis register bit count works out to 1024. Per the finish-stage timing summary, setup violations number 0.

With the yosys synthesis warning count at 1, the multiplexer share of the synthesized area is 18.2%. The share of the clock period used by the worst path after layout works out to 71.7%. The synth_stat.txt file lists the number of cells as 4640. With the static leakage at 24.2 nW, the final antenna-violating net count is 0. After detailed routing, the total wire length is 194000 um. In this run the tightest slew margin relative to its limit is 34.0%. The script logs the mean routed wire length per placed instance as 29.7 um. For the total of hold buffers inserted after clock tree synthesis, the log shows 0. Setup repair after global routing left no endpoint under its margin. The clock passes through at most 3 buffers. STA lists the maximum fanout along the critical path as 41. Synthesis produced a netlist whose cell count is 4640. According to the hold report, the worst path is of the in2reg type.

The cell resize tally after clock tree synthesis is 0. The share of synthesized registers carrying an async set or reset is 0%. The proportion of layout cells with a drive suffix above 1 was 8.49%. The count of port buffers added during placement came out at 113. The total negative slack for setup checks was 0 ns; the number of flip-flops in the largest register was 1024. Worst hold slack across all endpoints: 2.53 ns. Entering global routing, the biggest net connects 95 pins.

The first global-routing pass estimated 277000 um of wire. The average footprint of a synthesized cell was 12.2 um2. According to the dpl log, the detail-placed design has an HPWL of 107000 um.

On the reported timing paths, the clock transition at the registers reads 0.06 ns. Of the total synthesized cell area, the portion taken by AND, OR, NAND and NOR gates is 16.1%. The routed layout reports a DRC error count of 0. Data on the critical path is required at its endpoint by 9.20 ns.

The initial antenna violation count was 11; the number of violations of the max-capacitance limit was 0. By area the synthesized netlist is led by edfxtp_1 (54%), mux2i_1 (18%), and2_1 (11%), a22oi_1 (2.6%), a22o_1 (2.0%). The layout-stage area growth over the synthesis result was 10.7%. The tools report the via count of the first global-routing pass as 38900.

Grouping non-sequential cells by family puts the most area in multiplexers. STA lists the startpoint of the worst hold path as wrData[20]. The netlist uses 31 different library cells.

The run gives 0 for the remaining global-route overflow. According to the I/O placement log, the pin count is 114. The tools report the synthesis area per yosys as 0.0565 mm2. The actual slew at the worst max-slew pin came out at 0.987 ns. Once the clock tree was built, the setup fixing pass inserted 0 buffers. The logs give 121 MHz for the fmax and 0 for the final hold violation count.

The launching element of the worst setup path was sr1[0]. The final max-slew violation count recorded for this run is 0. The total number of H-tree levels is 3.
==> power by group <==
part,switching [mW],total (mW),internal (mW)
Clock,1.50,3.49,1.99
Sequential,0.0944,4.40,4.31
Combinational,0.685,1.08,0.391
==> Yosys cell counts, types with 5 or more instances <==
cell type,instances
nand2b_1,5
or2_2,34
buf_4,76
a22oi_1,192
a22o_1,128
buf_6,43
nand3_1,193
a21oi_1,192
buf_2,50
edfxtp_1,1024
clkbuf_1,186
and2_1,1026
mux2i_1,1024
nor3_1,64
nor2_4,10
nand2_1,195
a31oi_1,64
buf_1,23
clkbuf_2,66
nor2_1,22
==> area by class of cell <==
type                       instances  area (um2)
antenna                           14        35.0
clock inverter                    69         489
multi-input combinational       3168       23500
timing repair buffer             268        2430
clock buffer                     138        3010
fill                           12400       77200
sequential                      1024       30700
tap                             1876        2350
==> path summary, 6_finish.rpt <==
kind	to	slack (ns)	cells past startpoint
hold / removal	regfile[29][20]$_SDFFCE_PN0P_	2.53	3
setup / recovery	rdData1[18]	3.26	9
==> layer usage <==
metal,up-vias,GRT usage [%],part of all wire (%)
met5,-,2.16,0.24
met4,21,10.9,4.3
met3,414,16.7,14
met2,2041,43.5,46
met1,18300,36.6,36
li1,16900,-,-
==> critical path: stages <==
cell,delay [ns]
clkdlybuf4s50_1,0.54
nor2_4,0.37
buf_4,0.55
buf_4,0.70
a22o_1,0.25
nor3_1,0.06
a31oi_1,0.46
nand3_1,0.20
clkdlybuf4s50_1,0.45
==> cell usage in the layout, fill, tap and decap left out, types with 30 or more instances in the layout <==
cell type / Yosys / final
a21oi_1: 192 / 192
a22o_1: 128 / 128
a22oi_1: 192 / 192
a31oi_1: 64 / 64
and2_1: 1026 / 1024
buf_4: 76 / 145
clkbuf_16: 0 / 117
clkdlybuf4s50_1: 0 / 111
clkinv_1: 0 / 33
edfxtp_1: 1024 / 1024
mux2i_1: 1024 / 1024
nand2_1: 195 / 193
nand3_1: 193 / 193
nor2_4: 10 / 30
nor3_1: 64 / 64
or2_2: 34 / 34
==> metrics by stage <==
| step | instance area [um2] | total power [mW] | setup slack (ns) | utilization (%) | std cells |
|---|---|---|---|---|---|
| floorplan | 56500 | 5.09 | 5.85 | - | 4640 |
| global placement | 59000 | 5.54 | 3.28 | 42.2 | 6336 |
| detailed placement | 59000 | 5.55 | 3.29 | 42.2 | 6336 |
| CTS | 62500 | 9.01 | 3.29 | 44.7 | 6543 |
| global route | 62500 | 9.25 | 3.19 | 44.7 | 6547 |
| finish | 62500 | 8.97 | 3.26 | 44.8 | 6557 |
==> logic make-up after synthesis <==
logic type	Yosys count
buffers and inverters	448
AOI/OAI and AO/OA	576
and+or+nand+nor	1568
muxes	1024
DFF	1024
Power is estimated from default activity; no workload was simulated.
